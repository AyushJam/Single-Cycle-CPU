==> design.v <==
module cpu (
    input clk, 
    input reset,
    output  [31:0] iaddr,
    input   [31:0] idata,
    output  [31:0] daddr,
    input   [31:0] drdata,
    output  [31:0] dwdata,
    output  [3:0] dwe
);
    reg [31:0] daddr;
    reg [31:0] dwdata;
    reg [3:0]  dwe;
   	reg [31:0] registers_d [31:0];
   	reg [31:0] registers_q [31:0];
    reg [31:0] pc_q;
    reg [31:0] pc_d;
	integer i, k;
	wire [4:0] rs1, rs2, rd;
	wire [11:0] imm;
	assign rs1  = idata[19:15];   
	assign rs2  = idata[24:20];   
    assign rd   = idata[11:7];     
	assign imm  = idata[31:20];   
    assign iaddr = pc_q;         
    always @(posedge clk) begin
        if (reset) begin
            pc_q 	<= 0;
            daddr 	<= 0;
            dwdata 	<= 0;
            dwe		<= 0;
            for (i = 0; i < 32; i = i + 1) begin
            	registers_q[i][31:0]	<= 32'b0;
            end
        end 
        else begin			        	
			for (i = 0; i < 32; i = i + 1) begin
                if (i == 0)     registers_q[i] <= 32'b0;
                else            registers_q[i] <= registers_d[i];
			end
			pc_q <= pc_d;
        end
    end
    always@(*) begin
    	for (i = 0; i < 32; i = i + 1) begin
           	registers_d[i]	= registers_q[i];
        end
        pc_d = pc_q + 4; 
    	case (idata[6:0])
    		7'b0110111: begin 
	    		if (rd != 0) registers_d[rd] = ({idata[31:12], 12'b0});
                else ;
	    	end
	    	7'b0010111: begin
	    		if (rd != 0) registers_d[rd] = iaddr + (idata[31:12] << 12);
                else ;
            end
	    	7'b0010011: begin
                case (idata[14:12])
                    3'b000: begin
                        if (rd != 0) registers_d[rd] = registers_q[rs1] + {{20{idata[31]}}, imm};
                        else ;
                    end
                    3'b010: begin 
                        if (rd != 0) registers_d[rd] = ($signed(registers_q[rs1]) < $signed({{20{idata[31]}}, imm})) ? 1 : 0;
                        else ;
                    end
                    3'b011: begin 
                        if (rd != 0) registers_d[rd] = (registers_q[rs1] < {{20{idata[31]}}, imm}) ? 1 : 0;
                        else ;
                    end
                    3'b100: begin
                        if (rd != 0) registers_d[rd] = (registers_q[rs1]) ^ {{20{idata[31]}}, imm};
                        else ;
                    end
                    3'b110: begin 
                        if (rd != 0) registers_d[rd] = registers_q[rs1] | {{20{idata[31]}}, imm};
                        else ;
                    end				
                    3'b111: begin
                        if (rd != 0) registers_d[rd] = registers_q[rs1] & {{20{idata[31]}}, imm};
                        else ;
                    end
                    3'b001: begin
                        if (rd != 0) registers_d[rd] = registers_q[rs1] << rs2;
                        else ;
                    end
                    3'b101: begin
                        if (idata[31:27] == 00000) 
                            if (rd != 0) registers_d[rd] = registers_q[rs1] >> rs2;
                            else ;
                        else if (idata[31:27] == 01000)
                            if (rd != 0) registers_d[rd] = registers_q[rs1] >>> rs2;
                            else ;
                    end
                endcase
		    end
		    7'b0110011: begin
                case(idata[31:25])
                    7'b000_0000: begin
                        case(idata[14:12])
                            3'b000: begin  
                                if (rd != 0) registers_d[rd] = registers_q[rs1] + registers_q[rs2];
                                else ;
                            end
                            3'b001: begin   
                                if (rd != 0) registers_d[rd] = registers_q[rs1] << registers_q[rs2][4:0];
                                else ;
                            end
                            3'b010: begin   
                                if (rd != 0) registers_d[rd] = ($signed(registers_q[rs1]) < ($signed(registers_q[rs2]))) ? 1 : 0;
                                else ;
                            end
                            3'b011: begin   
                                if (rd != 0) registers_d[rd] = (registers_q[rs1] < registers_q[rs2]) ? 1 : 0;
                                else ;
                            end
                            3'b100: begin   
                                if (rd != 0) registers_d[rd] = registers_q[rs1] ^ registers_q[rs2];	
                                else ;
                            end
                            3'b101: begin   
                                if (rd != 0) registers_d[rd] = registers_q[rs1] >> registers_q[rs2][4:0];
                                else ;
                            end
                            3'b110: begin   
                                if (rd != 0) registers_d[rd] = registers_q[rs1] | registers_q[rs2];
                                else ;
                            end
                            3'b111: begin   
                                if (rd != 0) registers_d[rd] = registers_q[rs1] & registers_q[rs2];
                                else ;
                            end
                        endcase
                    end
                    7'b010_0000: begin
                        case(idata[14:12])
                            3'b000: begin  
                                if (rd != 0) registers_d[rd] = registers_q[rs1] - registers_q[rs2]; 
                                else ;
                            end
                            3'b101: begin  
                                if (rd != 0) registers_d[rd] = registers_q[rs1] >>> registers_q[rs2][4:0];
                                else ;
                            end
                        endcase
                    end
                endcase
			end
			7'b0000011: begin
                case(idata[14:12])
                    3'b000: begin
                        daddr = registers_q[rs1] + {{20{idata[31]}}, imm};
                        if (rd != 0) registers_d[rd] = {{24{drdata[7]}}, drdata[7:0]};
                        else ;
                    end
                    3'b001: begin
                        daddr = registers_q[rs1] + {{20{idata[31]}}, imm};
                        if (rd != 0) registers_d[rd] = {{16{drdata[7]}}, drdata[15:0]};
                        else ;
                    end
                    3'b010: begin
                        daddr = registers_q[rs1] + {{20{idata[31]}}, imm};
                        if (rd != 0) registers_d[rd] = drdata;
                        else ;
                    end		
                    3'b100: begin
                        daddr = registers_q[rs1] + {{20{idata[31]}}, imm};
                        if (rd != 0) registers_d[rd] = {{24{1'b0}}, drdata[7:0]};
                        else ;
                    end
                    3'b101: begin
                        daddr = registers_q[rs1] + {{20{idata[31]}}, imm};
                        if (rd != 0) registers_d[rd] = {{16{1'b0}}, drdata[15:0]};
                        else ;
                    end
                endcase
		    end
		    7'b0100011: begin
                case(idata[14:12])
                    3'b000: begin
                        daddr 	= registers_q[rs1] + {{20{idata[31]}}, {idata[31:25], rd}};
                        dwe 	= 1'b1 << daddr[1:0];
                        dwdata 	= {{24{1'b0}}, registers_q[rs2][7:0]};
                    end
                    3'b001: begin
                        daddr 	= registers_q[rs1] + {{20{idata[31]}}, {idata[31:25], rd}};
                        dwe 	= daddr[1] ? 4'b1100 : 4'b0011;
                        dwdata 	= {{16{1'b0}}, registers_q[rs2][15:0]};
                    end
                    3'b010: begin
                        dwe 	= 4'b1111;
                        daddr 	= registers_q[rs1] + {{20{idata[31]}}, {idata[31:25], rd}};
                        dwdata 	= registers_q[rs2];
                    end		    			
                endcase
		    end
            7'b1101111: begin
                if (rd != 0) registers_d[rd] = pc_q + 4;
                else ;
                pc_d = pc_q + {{12{idata[31]}}, idata[19:12], idata[20], idata[30:21], 1'b0};
            end
            7'b1100111: begin
                if (rd != 0) registers_d[rd] = pc_q + 4;
                else ;
                pc_d = (registers_q[rs1] + ({{20{idata[31]}}, idata[31:20]}) & (~(32'b1)));
            end
            7'b1100011: begin
                case(idata[14:12])
                    3'b000: begin
                        if (registers_q[rs1] == registers_q[rs2]) begin
                            pc_d = pc_q + {{20{idata[31]}}, idata[7], idata[30:25], idata[11:8], 1'b0};
                        end 
                    end
                    3'b001: begin
                        if (registers_q[rs1] != registers_q[rs2]) begin
                            pc_d = pc_q + {{20{idata[31]}}, idata[7], idata[30:25], idata[11:8], 1'b0};
                        end
                    end
                    3'b100: begin
                        if ((registers_q[rs1]) < $signed(registers_q[rs2])) begin
                            pc_d = pc_q + {{20{idata[31]}}, idata[7], idata[30:25], idata[11:8], 1'b0};
                        end
                    end 
                    3'b101: begin
                        if ((registers_q[rs1]) >= $signed(registers_q[rs2])) begin
                            pc_d = pc_q + {{20{idata[31]}}, idata[7], idata[30:25], idata[11:8], 1'b0};
                        end
                    end
                    3'b110: begin
                        if (registers_q[rs1] < registers_q[rs2]) begin
                            pc_d = pc_q + {{20{idata[31]}}, idata[7], idata[30:25], idata[11:8], 1'b0};
                        end
                    end
                    3'b111: begin
                        if (registers_q[rs1] >= registers_q[rs2]) begin
                            pc_d = pc_q + {{20{idata[31]}}, idata[7], idata[30:25], idata[11:8], 1'b0};
                        end
                    end
                endcase                   
            end
		endcase		
    end
endmodule 
==> run.sh <==
#!/bin/bash
# OpenROAD 26Q1-2900-gdf79404cd8, Yosys 0.63+post, stock flow scripts
make -C /OpenROAD-flow-scripts/flow DESIGN_CONFIG=/design/flow/config.mk WORK_HOME=/design/flow/orfs finish
==> config.mk <==
export PLATFORM = sky130hd
export DESIGN_NAME = cpu
export DESIGN_NICKNAME = cpu
export VERILOG_FILES = /design/flow/design.v
export SDC_FILE = /design/flow/constraint.sdc
export NUM_CORES = 4
export LEC_CHECK = 1
export CORE_UTILIZATION = 40
==> constraint.sdc <==
current_design cpu

set clk_period 28.6
set clk_io_pct 0.2

create_clock -name clk0 -period $clk_period [get_ports {clk}]

set non_clock_inputs [all_inputs -no_clocks]
set_input_delay [expr $clk_period * $clk_io_pct] -clock clk0 $non_clock_inputs
set_output_delay [expr $clk_period * $clk_io_pct] -clock clk0 [all_outputs]
==> GITHUB_STEP_SUMMARY <==
### Metrics collected by this job

| Metric | Value |
|---|---|
| Slew @ Worst Pin | 1.495 ns |
| CP Max Fanout | 37 |
| Worst r2r src | registers_q[4][11] |
| Synth Seq Share | 29.34% |
| FF-to-FF path depth | 22 |
| DR pass1 iterations | 12 |
| Clock transition at path regs | 0.06 ns |
| First-pass GRT wire length | 600500 µm |
| Setup TNS | 0 ns |
| Worst Setup End Kind | flop |
| Clock buffer depth | 3 |
| Data arrival, critical path | 15.93 ns |
| Critical path class | primary input to flop |
| Max_slew headroom | -1.038% |
| Max IR drop VDD | 55.12 µV |
| HP Start | registers_q[14][23] |
| Number of synthesized register bits | 1023 |
| Share of cells above drive strength 1 | 9.790% |
| Area Growth Syn to Fin | 10.86% |
| Total power | 3.772 mW |
| Synth async-reset ratio | 0% |
| Leak | 28.75 nW |
| Unrepaired setup endpoints after global routing | no |
| # Post-CTS Setup Buffers | 0 |
| Detailed placement HPWL | 299400 µm |
| GRT overflow | 0 |
| Crit path DRT | 29.22 ns |
| Root Driver | clkbuf_16 |
| R2r setup slk | 20.01 ns |
| Final non-filler cell total | 10970 |
| Synth warnings | 139 |
| HP Class | flop to flop |
| Core Rows | 152 |
| Status | complete, but fails checks |
| WL/cell | 40.35 µm |
| Cell Type Count | 114 |
| Max Freq | 65.28 MHz |
| Resize count post-CTS | 0 |
| Worst Slack Setup Final | 13.28 ns |
| Setup crit start kind | primary input |
| Total CTS buffers | 111 |
| Finished Cell Area | 77390 µm² |
| DIE WIDTH | 419.8 µm |
| Hold Path Depth | 2 |
| Drt total wl | 442700 µm |
| Worst r2r dst | registers_q[29][31] |
| Final core area utilization | 44.87% |
| CTS Hold Bufs | 0 |
| IO buf count | 96 |
| WHS | 0.5012 ns |
| CORE AREA | 172500 µm² |
| Clock latency on the worst-skew pair | 0.79 ns |
| DRC | 0 |
| Placed cell area | 73550 µm² |
| GRT Total Usage | 50.48% |
| Final clock skew | 0.06986 ns |
| Pwr per Cell Area | 48.74 nW/µm² |
| Initial antenna violation count | 41 |
| # IOs | 166 |
| WHS Endpoint | registers_q[14][23] |
| Final antenna-violating net count | 0 |
| Yosys synthesis chip area | 69810 µm² |
| RD Place Congestion | 1.139 |
| Final hold violation count | 0 |
| Tcrit/Tclk final | 53.56% |
| Synth Flop Type | dfxtp_1 |
| Synth Cell Area | 69810 µm² |
| Core Util at FP | 40.47% |
| Yosys cell count | 8830 |
| Die area | 176200 µm² |
| Post-synth EDFFs | 0 |
| H-tree depth | 3 |
| Vias in the first global route | 72560 |
| Placed Instances | 10730 |
| Failing checks | max-capacitance violations, max-slew violations |
| Largest net degree at the start of global routing | 224 |
| Most frequent cells in the layout | 1023 x dfxtp_1, 777 x nor2_1, 663 x o21ai_0, 643 x a22oi_1, 606 x nand3b_1 |
| Final setup fails | 0 |
| Die height | 419.8 µm |
| Mean Syn Cell Area | 7.906 µm² |
| CTS sink count | 1023 |
| TritonCTS clock tree | yes |
| Place WS | 13.13 ns |
| Minimum clock period | 15.32 ns |
| Vias per std cell | 7.235 |
| DRT iter0 DRCs | 12500 |
| Stage-log warning count | 168 |
| Total number of vias | 79370 |
| Commonest Layout Cell | dfxtp_1 |
| Max-cap violations | 1 |
| Synth Instances | 8830 |
| Max Transition Viols Final | 2 |
## synth_stat cells (all sizes together), types with 35 or more instances
master | count | area share (%)
a21oi | 320 | 2.3
o31ai | 40 | 0.53
xor2 | 50 | 0.63
o22ai | 39 | 0.35
nor2 | 843 | 4.6
dfxtp | 1023 | 29
a2111oi | 90 | 1.3
xnor2 | 117 | 1.5
buf | 332 | 2.7
o221ai | 36 | 0.45
nand4 | 122 | 1.1
nand3 | 203 | 1.5
a22oi | 643 | 6.9
ha | 249 | 4.5
and3 | 268 | 2.4
mux2i | 299 | 4.3
and2 | 63 | 0.56
nor2b | 35 | 0.31
a22o | 78 | 0.98
a211oi | 419 | 4.5
o32ai | 39 | 0.49
nor4 | 35 | 0.35
o21ai | 910 | 6.5
clkbuf | 658 | 3.6
o21bai | 35 | 0.38
nor3 | 116 | 0.85
a221oi | 96 | 1.2
nand2b | 47 | 0.42
a21o | 89 | 0.96
nand2 | 331 | 1.8
a211o | 43 | 0.54
nand3b | 606 | 6.5
inv | 175 | 0.94
## worst max-delay path, cell delays in order
cell and delay (ns):
buf_2 0.08, buf_4 0.35, buf_4 0.54, buf_4 0.37
nor2_4 0.06, buf_4 0.27, buf_4 0.37, and3_1 0.28
a2111oi_0 0.35, nand3_1 0.12, or4_1 0.56, buf_4 0.28
ha_1 0.48, nor3_1 0.40, nand2_1 0.19, nor4_1 0.96
o2111ai_1 0.95, a21oi_1 0.41, a211oi_1 0.15, o31ai_1 0.59
a21bo_2 0.26, a21oi_1 0.08, xnor2_1 0.85, a2111oi_0 0.26
buf_4 0.20, nor3_4 0.09, buf_4 0.37, o21ai_0 0.15
## routing by layer
layer | wire length (µm) | global-route usage [%] | up-vias | share of wire, %
li1 | - | - | 32480 | -
met1 | 155500 | 59.63 | 37580 | 35
met2 | 173900 | 67.66 | 6882 | 39
met3 | 64190 | 25.79 | 2387 | 15
met4 | 48240 | 41.42 | 38 | 11
met5 | 794 | 4.168 | - | 0.18
## registers in the layout (all words and copies together), names as in the netlist
register,count
registers_q,992
pc_q,31
## logic make-up after synthesis
group	Yosys count	share of synthesized area, %
AOI/OAI and AO/OA	3094	30.07
xor gates and xnor gates	167	2.095
adders and majority gates	255	4.635
buffers and inverters	1168	7.241
DFF	1023	29.34
muxes	321	4.780
other	1	0.005372
and+or+nand+nor	2801	21.84
## worst max path at each step
stage	slack, ns	endpoint	depth (start not counted)	start
5_1_grt	13.38	registers_q[29][31]	28	idata[19]
6_report	13.28	registers_q[29][31]	28	idata[19]
4_1_cts	13.87	registers_q[29][31]	28	idata[19]
## final cells by class
| class | instances | area [µm²] |
|---|---|---|
| Fill cell | 16860 | 95110 |
| Clock inverter | 48 | 598.1 |
| Inverter | 178 | 668.1 |
| Multi-Input combinational cell | 6707 | 45440 |
| Antenna cell | 39 | 97.59 |
| Sequential cell | 1023 | 20480 |
| Clock buffer | 152 | 3133 |
| Timing Repair Buffer | 513 | 4085 |
| Tap cell | 2310 | 2890 |
## power by group
group / switching (mW) / internal, mW / leakage [nW] / total [mW]
Sequential: 0.0527 / 1.47 / 8.28 / 1.52
Combinational: 0.536 / 0.211 / 18.6 / 0.747
Clock: 0.652 / 0.851 / 1.83 / 1.50
Power and IR drop assume default switching activity.
